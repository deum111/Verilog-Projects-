==> /design/flow/design.v <==
`timescale 1ns / 1ps
module encoder
    ( i,
      out
    );
    input  [7:0] i;
    output [2:0] out;
    reg [2:0] out;
    always @( * ) 
      begin
        casex ( i )    
          8'b1XXXXXXX:  out = 3'b111;
          8'b01XXXXXX:  out = 3'b110;
          8'b001XXXXX:  out = 3'b101;
          8'b0001XXXX:  out = 3'b100;
          8'b00001XXX:  out = 3'b011;
          8'b000001XX:  out = 3'b010;
          8'b0000001X:  out = 3'b001;
          8'b00000000:  out = 3'b000;
          default:      out = 3'b000;     
        endcase
      end
endmodule
==> /design/flow/run.sh <==
#!/bin/bash
# OpenROAD 26Q1-2900-gdf79404cd8, Yosys 0.63+post, stock flow scripts
make -C /OpenROAD-flow-scripts/flow DESIGN_CONFIG=/design/flow/config.mk WORK_HOME=/design/flow/orfs finish
==> /design/flow/config.mk <==
export PLATFORM = sky130hd
export DESIGN_NAME = encoder
export DESIGN_NICKNAME = encoder
export VERILOG_FILES = /design/flow/design.v
export SDC_FILE = /design/flow/constraint.sdc
export NUM_CORES = 4
export LEC_CHECK = 1
export CORE_AREA = 10 10 70 70
export DIE_AREA = 0 0 80 80
export SYNTH_HDL_FRONTEND = slang
==> /design/flow/constraint.sdc <==
current_design encoder

set clk_period 1.0
set clk_io_pct 0.2

create_clock -name clk0 -period $clk_period

set non_clock_inputs [all_inputs -no_clocks]
set_input_delay [expr $clk_period * $clk_io_pct] -clock clk0 $non_clock_inputs
set_output_delay [expr $clk_period * $clk_io_pct] -clock clk0 [all_outputs]
==> out/metrics.cfg <==
[run_status]
status = completed

[floorplan]
die_w_um = 80
die_h_um = 80
top_level_ports = 11
fp_util = 0.0132
core_um2 = 3420
die_area_um2 = 6400
placementRows = 21

[pwr]
powerDensity_nw_per_um2 = 248
peakVddDrop_mv = 0.0219
power_mw = 0.0478
leakage_nw = 0.0671

[setup_path]
critical_path.cell_chain = dlygate4sd2_1 > a21oi_1 > o31ai_1 > buf_2
crit_type = in2out
crit_start = i[1]
required_ps = 800
cp.buffers_inverters = 2
end_kind = primary output
crit_family = buffers and inverters
cpPeakStageDelay_ps = 190
crit_path_max_fanout = 1
cp-start-kind = input pin
endpoint = out[0]
cp.depth = 4
crit_slowest_cell = dlygate4sd2_1
cp.arrival_ps = 750

[synth]
mux_share = 0
xor_share = 0
aoi_share = 0.500
yosys-stat-cells = 10
netlist_area_um2 = 45.0
syn_inst = 10
ys_types = 7
post-synth-top-area-cell = a21oi_1
topCombFamilyByArea = AND-OR/OR-AND gates
synth_adder_area_share = 0
syn_area_per_cell_um2 = 4.50
synth_top_area_share = 0.222
ys_chip_area_um2 = 45.0
yosysSeqAreaShare = 0
synthSimpleGateAreaFrac = 0.333
synth.area.top_cells = a21oi_1, nand2_1, nor2_1
yosys_warnings = 0

[global_route]
antenna_found_initial = 0
grtUsageTotal = 0.00924
grt_pass1_wl_um = 524
overflow = 0
grt_start_max_net_pins = 4
grt_pass1_vias = 114

[finish]
stdcell_area_um2 = 193
nFillCells = 415
seq_cell_count = 0
regArea_um2 = 0
drive_above_1_share = 0.524
layout.cells.non_filler = 67
clkbuf_count = 0
lay_top_count = buf_2
final_cell_mix = buf_2, nor2_4, nand2_1, clkdlybuf4s15_1
syn_to_final_growth_pct = 328

[drt]
via_per_inst = 1.66
n_antenna_cell = 0
via_count = 111
detail_route.iter0.violations = 0
dr.pass1.iters = 1
ant_nets = 0
drt_wl_total_um = 310
wl_per_cell_um = 4.63
drc = 0

[clock_tree]
cts_hold_buf = 0

[placement]
globalplace.congestion = 0.770
dpl.cell_count = 66
hpwl_um = 263
dpl_cell_area_um2 = 203
portBuffers = 10

[worst_hold_path]
worstHoldPathType = in2out

[sta]
setup_viol = 0
finalCriticalPeriod_ps = 947
setup_tns_ps = 0
hold_ws_ps = 686
relSlewSlack = 0.885
fin_crit_sh = 0.947
finalHoldViolCount = 0
slew_viol_final = 0
max_freq_ghz = 1.06
worstMarginPinSlew_ps = 170

[flow_run]
maxCapViolCount = 0
warnings = 33

routing by layer:
| layer | wire, um | GRT usage | vias up |
|---|---|---|---|
| met5 | 0 | 0 | - |
| li1 | - | - | 57 |
| met2 | 67 | 0.00963 | 10 |
| met3 | 88 | 0.00568 | 0 |
| met1 | 154 | 0.0152 | 44 |
| met4 | 0 | 0 | 0 |
worst min path at each step:
stage / from / end / cells after the start / slack (ps)
6_report: i[4] / out[0] / 3 / 690
5_1_grt: i[4] / out[0] / 3 / 710
4_1_cts: i[4] / out[0] / 3 / 660
report_power, final:
group	leakage [nW]	total, mW	switching (mW)	internal (mW)
sequential	0	0	0	0
combinational	0.0671	0.0478	0.0212	0.0266
clock	0	0	0	0
total	0.0671	0.0478	0.0212	0.0266
logic make-up (layout without fill, tap and decap cells):
group | count (synthesis) | count (layout)
AND/OR/NAND/NOR | 4 | 4
AND-OR/OR-AND | 4 | 4
buffers and inverters | 2 | 13
timing repair:
item | CTS | global route
hold endpoints to repair | 0 | 0
setup buffers | 2 | 0
pin swaps | 7 | 3
gates resized | 31 | 6
endpoints found under the setup margin | 3 | 3
metrics by stage:
stage                     utilization  setup slack (ps)
after detailed placement       0.0593              -614
after global placement         0.0593              -610
after CTS                      0.0553              4.17
after global routing           0.0564             -1.46
after floorplan                     -               372
final                          0.0564              53.1
final cells by class:
type,instances,area (um^2),area share
repair buffers,11,71.3,0.370
well taps,46,57.6,0.299
multi-input cells,8,56.3,0.292
inverters,2,7.51,0.0390
cells in the mapped netlist, drive strengths merged:
| cell | instances |
|---|---|
| a21oi | 2 |
| nand2 | 2 |
| nor2 | 2 |
| clkinv | 1 |
| inv | 1 |
| o21ai | 1 |
| o31ai | 1 |
Power is estimated from default activity; no workload was simulated.
