**flow/design.v**
```verilog
`timescale 1ns / 1ps
module sm
    ( n,
      d,
      clk,
      rst,
      op,
      state,
      nstate
    );
    input  n;
    input  d;
    input  clk;
    input  rst;
    output op; 
    output [1:0] state;
    output [1:0] nstate;
    reg [1:0] state;
    reg [1:0] nstate;
    reg op;
    always @( posedge rst or posedge clk )
      begin                     
        if ( rst )              
          begin 
            state  <= 2'b00;
            nstate <= 2'b00;
          end
        else
          state <= nstate;
      end
    always @( state or d or n )
      begin
        case ( state )
          2'b00: if ( n ) 
                   nstate <= 2'b01;
                 else if ( d ) 
                   nstate <= 2'b10;
          2'b01: if ( n )
                   nstate <= 2'b10;
                 else if ( d )
                   nstate <= 2'b11;
          2'b10: if ( n )
                   nstate <= 2'b11;
                 else if ( d )
                   nstate <= 2'b11;
          2'b11: if ( n )
                   nstate <= 2'b01;
                 else if ( d )
                   nstate <= 2'b10;
                 else
                   nstate <= 2'b00;
          default: nstate <= 2'b00;                                         
        endcase                 
      end        
    always @( state )
      begin
        case ( state )
          2'b11:   op <= 1'b1;  
          default: op <= 1'b0;
        endcase
      end         
endmodule
```
**flow/config.mk**
```make
export PLATFORM = sky130hd
export DESIGN_NAME = sm
export DESIGN_NICKNAME = sm
export VERILOG_FILES = /design/flow/design.v
export SDC_FILE = /design/flow/constraint.sdc
export NUM_CORES = 4
export LEC_CHECK = 1
export CORE_AREA = 10 10 70 70
export DIE_AREA = 0 0 80 80
export SYNTH_HDL_FRONTEND = slang
```
**flow/constraint.sdc**
```tcl
current_design sm

set clk_period 1.3
set clk_io_pct 0.2

create_clock -name clk0 -period $clk_period [get_ports {clk}]

set non_clock_inputs [all_inputs -no_clocks]
set_input_delay [expr $clk_period * $clk_io_pct] -clock clk0 $non_clock_inputs
set_output_delay [expr $clk_period * $clk_io_pct] -clock clk0 [all_outputs]
```
**flow/run.sh**
```bash
#!/bin/bash
# OpenROAD 26Q1-2900-gdf79404cd8, Yosys 0.63+post, stock flow scripts
make -C /OpenROAD-flow-scripts/flow DESIGN_CONFIG=/design/flow/config.mk WORK_HOME=/design/flow/orfs finish
```
==> results.tsv <==
metric	value	unit
unclocked_pins	2	
maxCapViolations	0	
gp_congestion	0.665	
crit_path_start_kind	flop	
dieHeight	80	µm
grt_start_max_net_pins	6	
drive_above_1_share	28.6	%
setup_slack	0.0737	ns
syn_to_final_growth	139	%
vias	156	
cp.required	1.04	ns
coreArea	3420	µm²
stdcell_area	335	µm²
drt-total-wl	535	µm
hold_viol	0	
cts_buffers	3	
placedCellCount	69	
cts_root_buffer	clkbuf_4	
place_ws	0.0747	ns
ys.flops	4	
combGateArea	56.3	µm²
min_path_type	primary input to async pin	
dieArea	6400	µm²
cts_tree	yes	
port_buffers	8	
ys_types	11	
flop_area	80.1	µm²
io_pins	9	
yosys-stat-area	140	µm²
grt_pass1_wl	821	µm
cp.arrival	0.97	ns
p_leak	0.000131	µW
worst_slew_pin_slew	0.155	ns
antenna_found_initial	0	
untimed_endpoints	6	
placed_area	293	µm²
die_w	80	µm
grt_overflow	0	
route.detailed.drc	0	
crit_type	flop to output port	
yosysWarnings	0	
end_kind	output port	
fp-row-count	21	
clk_pin_slew_worst_paths	0.03	ns
critPathLaunch	state[0]$_DFF_PP0_	
rsz0062_at_grt	no	
warnings	25	
critPathCapture	op	
grt_pass1_vias	167	
post-route-min-period	1.23	ns
ant_nets	0	
fin_crit_sh	94.3	%
slew_headroom	89.7	%
antennaDiodeCount	0	
vias_per_cell	2.11	
syn_area_per_cell	10.8	µm²
setup_tns	0	ns
irDropWorstVdd	0.000243	V
fmax	815	MHz
setup_violations	0	
nFillCells	403	
drv_slew	0	
final_cells	74	
drtIter0Drc	4	
outcome	finished clean	
dr.pass1.iters	3	
cts.htree.levels	1	
powerDensity	2020	nW/µm²
clockBufferDepth	2	
synthesis.area	140	µm²
cp_max_fo	3	
grt_usage	1.78	%
yosysCellCount	13	
fp_util	4.10	%
syn_inst	13	
wire_per_inst	7.23	µm
==> routing by layer <==
layer / global-route usage (%) / wire [µm] / share of wire [%]
met1: 1.46 / 167 / 31
met2: 1.93 / 146 / 27
met3: 2.73 / 179 / 33
met4: 1.23 / 41 / 7.7
met5: 0 / 0 / 0
==> sequential cells by signal (all words and copies together) (netlist names) <==
signal,flops
nstate,2
state,2
==> cells by family (layout without fill, tap and decap cells) <==
| kind of cell | Yosys count | in the layout | synth area share (%) |
|---|---|---|---|
| compound gates | 2 | 2 | 10.7 |
| xor+xnor | 1 | 1 | 6.25 |
| buf+inv | 1 | 16 | 2.68 |
| flops | 2 | 2 | 35.7 |
| latches | 2 | 2 | 21.4 |
| simple gates | 5 | 5 | 23.2 |
==> per-stage QoR <==
step | hold slack (ns) | power (µW) | utilization (%)
after floorplan | 0.00118 | 253 | -
after global placement | 0.420 | 491 | 8.57
after detailed placement | 0.418 | 511 | 8.57
after CTS | 0.184 | 689 | 9.78
after global routing | 0.197 | 746 | 9.82
final | 0.189 | 678 | 9.82
==> power breakdown <==
| part | internal, µW | switching (µW) | total (µW) |
|---|---|---|---|
| clock network | 102 | 36.6 | 138 |
| logic | 259 | 108 | 367 |
| registers | 140 | 32.5 | 173 |
==> cell usage in the layout (no fill, tap or decap) <==
cell type,count
clkdlybuf4s50_1,5
clkbuf_4,3
dlxtp_1,2
dlygate4sd2_1,2
buf_6,2
buf_4,2
dfrtp_1,2
and2_4,1
nand2b_1,1
nor2_1,1
a22oi_1,1
xor2_1,1
nand3b_1,1
o21a_1,1
or3_1,1
inv_1,1
clkdlybuf4s15_1,1
==> synthesized netlist by cell type <==
cell type / number / area [µm²]
dfrtp_1: 2 / 50.1
dlxtp_1: 2 / 30.0
a22oi_1: 1 / 7.51
and2_4: 1 / 8.76
inv_1: 1 / 3.75
nand2b_1: 1 / 6.26
nand3b_1: 1 / 7.51
nor2_1: 1 / 3.75
o21a_1: 1 / 7.51
or3_1: 1 / 6.26
xor2_1: 1 / 8.76
==> final cells by class <==
type	count	share of cell area (%)
repair buffers	12	34.3
flip-flops and latches	4	23.9
well taps	46	17.2
multi-input cells	8	16.8
clock buffers	3	6.72
inverters	1	1.12
==> how the worst min path moves through the flow <==
stage / start / end / slack [ns] / cells after the start
6_report: rst / state[1]$_DFF_PP0_ / 0.19 / 2
5_1_grt: rst / state[0]$_DFF_PP0_ / 0.20 / 2
4_1_cts: rst / state[0]$_DFF_PP0_ / 0.18 / 2
==> worst max-delay path, stage by stage, from the launching register on <==
cell	delay [ns]
dfrtp_1	0.38
and2_4	0.17
clkdlybuf4s15_1	0.19
==> repair_timing <==
| action | in CTS | in global routing |
|---|---|---|
| pin swaps | 1 | 1 |
| hold buffers | 0 | 0 |
| hold endpoints to repair | 0 | 0 |
| endpoints found under the setup margin | 3 | 1 |
| resized | 5 | 1 |
| setup buffers | 2 | 0 |
Power and IR drop assume default switching activity.
