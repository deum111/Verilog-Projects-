File: design/flow/config.mk
export PLATFORM = sky130hd
export DESIGN_NAME = FS_16bit
export DESIGN_NICKNAME = FS_16bit
export VERILOG_FILES = /design/flow/design.v
export SDC_FILE = /design/flow/constraint.sdc
export NUM_CORES = 4
export LEC_CHECK = 1
export CORE_AREA = 10 10 70 70
export DIE_AREA = 0 0 80 80
export SYNTH_HDL_FRONTEND = slang
File: design/flow/constraint.sdc
current_design FS_16bit

set clk_period 12.5
set clk_io_pct 0.2

create_clock -name clk0 -period $clk_period

set non_clock_inputs [all_inputs -no_clocks]
set_input_delay [expr $clk_period * $clk_io_pct] -clock clk0 $non_clock_inputs
set_output_delay [expr $clk_period * $clk_io_pct] -clock clk0 [all_outputs]
File: design/flow/design.v
`timescale 1ns / 1ps
module FS
    ( a,
      b,
      bin,
      diff,
      bout
    );
    input  a;
    input  b;
    input  bin;
    output diff;
    output bout;
    wire an;
    wire w0;
    wire w0not;
    wire w1;
    wire w2;
    not n1( an, a     );
    not n2( w0not, w0 );
    xor x1( w0, a, b  );
    and a1( w1, an, b );
    xor x2( diff, w0, bin  );
    and a2( w2, w0not, bin );
    or  o1( bout, w2, w1   );
endmodule 
module FS_16bit
    ( a,
      b,
      bin,
      diff,
      bout
    );
    input  [15:0]a;
    input  [15:0]b;
    input  bin;
    output [15:0] diff;
    output bout;
    wire w0, w1, w2, w3, w4, w5, w6, w7, w8, w9, w10, w11, w12, w13, w14, w15;
    FS F0 ( a[0], b[0], bin, diff[0], w0 );
    FS F1 ( a[1], b[1], w0, diff[1], w1  );
    FS F2 ( a[2], b[2], w1, diff[2], w2  );
    FS F3 ( a[3], b[3], w2, diff[3], w3  );
    FS F4 ( a[4], b[4], w3, diff[4], w4  );
    FS F5 ( a[5], b[5], w4, diff[5], w5  );
    FS F6 ( a[6], b[6], w5, diff[6], w6  );
    FS F7 ( a[7], b[7], w6, diff[7], w7  );
    FS F8 ( a[8], b[8], w7, diff[8], w8  );
    FS F9 ( a[9], b[9], w8, diff[9], w9  );
    FS F10( a[10], b[10], w9, diff[10], w10   );
    FS F11( a[11], b[11], w10, diff[11], w11  );
    FS F12( a[12], b[12], w11, diff[12], w12  );
    FS F13( a[13], b[13], w12, diff[13], w13  );
    FS F14( a[14], b[14], w13, diff[14], w14  );
    FS F15( a[15], b[15], w14, diff[15], bout );    
endmodule
File: design/flow/run.sh
#!/bin/bash
# OpenROAD 26Q1-2900-gdf79404cd8, Yosys 0.63+post, stock flow scripts
make -C /OpenROAD-flow-scripts/flow DESIGN_CONFIG=/design/flow/config.mk WORK_HOME=/design/flow/orfs finish
==> results.txt <==
Synthesis and place-and-route results.

- The floorplan step defined a die boundary enclosing 6400 sq um.
- The shortest period the worst path allows is 12000 ps.
- In the finished design, the share of the clock period the worst path needs comes to 96.0%.
- The total wirelength of the detailed-routed design is 1.49 mm.
- Measured against its own limit, the worst slew margin works out to 93.3%.
- The Yosys warning count is 0.
- The total net switching power is 0.0131 mW.
- The switching share of power is 28.5%.
- According to the hold report, the worst path is of the input pin to output port type.
- After synthesis, the chip area reported by Yosys is 568 sq um.
- The number of primary I/O pins is 50.
- The upper clock frequency limit is 83.3 MHz.
- Entering global routing, the biggest net connects 2 pins.
- Endpoints failing hold in the final report were tallied at 0.
- The total internal power is 0.0329 mW.
- The area share of the largest cell type after synthesis is 56.4%.
- The number of gates resized after CTS is 0.
- In this run the layout overhead on the synthesized area is reported as 77.1%.
- A synthesized cell averages 8.61 sq um.
- The setup total negative slack is 0 ps.
- The areal power density over the cells is 45.7 nW/um^2.
- The number of input and output port buffers inserted is 50.
- The run finished with clean final reports.
- Max fanout on the critical path was recorded as 1.
- Sequential cells placed in the final layout were counted as 0.
- In this run the cell area of the synthesized design comes to 568 sq um.
- Summed over all layers, the global routing overflow is 0.
- RePlAce ended its routability-driven mode at a weighted congestion of 0.804.
- The most frequent cell after synthesis is inv_1.
- The cell count after synthesis is 66.
- The vertical die dimension is 80 um.
- The script logs the mean routed wire length per placed instance as 10.2 um.
- For this design, the CTS-stage hold fixing added 0 buffers.
- For the pin with the worst max-slew slack, the measured transition is 99.9 ps.
- Total global-route track usage over all layers is 4.29%.
- In this run, the clock network consumes 0% of the power.
- Looking at the VDD voltage map, the peak drop is 0.0000206 V.
- The number of design-rule violations left by the first detailed-router iteration is 0.
- The OpenROAD report gives the critical path a required time of 10000 ps.
- Cells with a size suffix above 1 make up 0% of the layout.
- STA classifies the critical path startpoint as an input pin.
- The via count of the first global-routing pass is 491.
- The sequential cells in the finished layout cover a total of 0 sq um.
- In this run the core area contains 21 standard-cell rows.
- The number of different library cells used by synthesis comes to 3.
- Per the post-route antenna check, the number of violating nets is 0.
- The number of vias per cell after detailed routing is 3.23.
- The total of clock buffers placed in the layout is 0.
- The number of cells in Yosys stat is 66.
- The number of vias in the routed layout is 472.
- STA shows the worst min-delay path finishing at diff[1].
- The number of setup buffers added after CTS is 0.
- The worst-case setup slack after placement is 440 ps.
- For the worst min-delay path, the startpoint reported by OpenROAD is a[1].
- Per the final report, max-transition violations number 0.
- The synthesis report lists the most area-consuming cells as fa_1 56%, inv_1 22%, buf_4 21%.
- The number of failing setup endpoints in the final timing report is 0.
- According to the floorplan report, the placeable core area is 3420 sq um.
- The least setup slack across all paths after layout is 497 ps.
- For this run, the share of the core covered by cells in the final layout is 29.5%.
- The initial antenna violation count is 0.
- The die is 80 um wide.
- For this run, the detailed router's first-pass iteration total came to 1.
- After synthesis, flip-flops and latches occupy 0% of the total area.
- The total number of warnings across the stage logs is 32.
- Summed over all nets, the half-perimeter wirelength after detailed placement is 1.50 mm.
- Setup repair after global routing left no endpoint under its margin.
- The worst hold path cell count is 5.
- In this run the maximum-capacitance check reported violations numbering 0.
- The script extracted a total leakage power of 0.494 nW.
- The antenna diode count is 0.
- The biggest area contributor in the post-synthesis netlist is fa_1.
- STA puts the critical path data arrival time at 9500 ps.
- Combinational cells account for 100.0% of the total power.
- The part of the power in registers is 0%.
- The post-layout total power is 0.0460 mW.
- The commonest cells after synthesis are 34 x inv_1, 16 x buf_4, 16 x fa_1.
- The initial core utilization is 16.6%.
- The worst setup path is captured at an output port.
- The post-route DRC violation count is 0.
- The worst setup path is of the input pin to output port kind.
- The first-pass GRT wire length is 2.19 mm.
[cells in the final DEF, fill, tap and decap left out]
master and count:
clkdlybuf4s50_1 50, fa_1 16, inv_1 34
[logic make-up (layout without fill, tap and decap cells)]
kind of cell,Yosys count,count (layout),share of synthesized area (%)
buf+inv,50,84,43.6
fa+ha+maj,16,16,56.4
[worst max-delay path, cell delays in order]
cell and delay [ps]:
clkdlybuf4s50_1 480, fa_1 170, inv_1 50, fa_1 370, fa_1 400, fa_1 390
fa_1 390, fa_1 390, fa_1 380, fa_1 390, fa_1 380, fa_1 380
fa_1 380, fa_1 390, fa_1 400, fa_1 390, fa_1 360, inv_1 70
fa_1 400, clkdlybuf4s50_1 430
[cell type report]
class | instances | area [sq um]
Multi-Input combinational cell | 16 | 320
Inverter | 34 | 128
Tap cell | 46 | 57.6
Fill cell | 358 | 2410
Timing Repair Buffer | 50 | 500
[layer usage]
metal	vias to the layer above	wire length [um]	global-route usage [%]
li1	216	-	-
met1	208	669	5.64
met2	48	383	4.82
met3	0	432	4.66
met4	0	0	0
met5	-	0	0
[power groups by stage]
stage | clock [mW] | sequential [mW] | combinational [mW]
after CTS | 0 | 0 | 0.0474
after global routing | 0 | 0 | 0.0524
final | 0 | 0 | 0.0460
[stage by stage]
step	area, sq um	hold slack, ps	instances
after floorplan	568	5160	66
after CTS	1010	6070	146
after detailed placement	1010	6060	146
after global placement	1010	6060	146
final	1010	6060	146
after global routing	1010	6100	146
[worst max path at each step]
stage     startpoint       end  depth (start not counted)
4_1_cts         a[0]  diff[15]                         20
5_1_grt          bin  diff[15]                         21
6_report        a[0]  diff[15]                         20
Power is estimated from default activity; no workload was simulated.
